### ./run.sh
#!/bin/bash
# OpenROAD 26Q1-2900-gdf79404cd8, Yosys 0.63+post, stock flow scripts
make -C /OpenROAD-flow-scripts/flow DESIGN_CONFIG=/design/flow/config.mk WORK_HOME=/design/flow/orfs finish
### ./config.mk
export PLATFORM = sky130hd
export DESIGN_NAME = Memory
export DESIGN_NICKNAME = Memory
export VERILOG_FILES = /design/flow/design.v
export SDC_FILE = /design/flow/constraint.sdc
export NUM_CORES = 4
export LEC_CHECK = 1
export CORE_UTILIZATION = 30
### ./constraint.sdc
current_design Memory

set clk_period 32.6
set clk_io_pct 0.2

create_clock -name clk0 -period $clk_period [get_ports {clk}]

set non_clock_inputs [all_inputs -no_clocks]
set_input_delay [expr $clk_period * $clk_io_pct] -clock clk0 $non_clock_inputs
set_output_delay [expr $clk_period * $clk_io_pct] -clock clk0 [all_outputs]
### ./design.v
`timescale 1ns/1ns
module Memory(
	input clk,
	input rst,
	input mem_read_in,
	input mem_write_in,
	input [32 - 1:0] address_in, data_in,
	output [32 - 1:0] data_out
);
	reg [32 - 1:0] data [0:64 - 1];
	assign data_out = (mem_read_in == 1'b1) ? data[address_in] : 32'b0;
	always@(posedge clk) begin
		if(mem_write_in) begin
			data[address_in] <= data_in;
		end
	end
endmodule
==> impl_metrics.env <==
# implementation run metrics
export IMPL_overflow=0
export IMPL_clockBufferDepth=3
export IMPL_final_hold_viol_count=0
export IMPL_io_pins=100
export IMPL_die_w_um=519
export IMPL_final_setup_viol_count=0
export IMPL_hold_worst_slack_ns=5.86
export IMPL_std_cell_rows=189
export IMPL_yosysTopAreaCell="edfxtp_1"
export IMPL_grt_first_pass_wirelength_um=326000
export IMPL_worst_slew_pin_slew_ns=1.20
export IMPL_max_freq_ghz=0.0544
export IMPL_ys_cells=4674
export IMPL_ys_warn_count=1
export IMPL_critPathArrivalTime_ns=11.87
export IMPL_netlist_area_um2=80200
export IMPL_drt_iter0_markers=3217
export IMPL_port_buffers=72
export IMPL_critPathMaxFanout=57
export IMPL_yosysSeqAreaShare_pct=76.7
export IMPL_core_area_um2=266000
export IMPL_edf_count=2048
export IMPL_vias=45587
export IMPL_endpoint_kind="primary output"
export IMPL_fp_util_pct=30.2
export IMPL_max_cap_viol_count=0
export IMPL_gp_congestion=0.886
export IMPL_startpoint_type="input port"
export IMPL_dp_hpwl_um=129000
export IMPL_fin_crit_sh_pct=56.4
export IMPL_wl_um=228000
export IMPL_viasPerCell=5.37
export IMPL_antenna_found_initial=11
export IMPL_topCellsByArea="edfxtp_1 77%, a221oi_1 3.0%, a22oi_1 2.3%"
export IMPL_grtUsageTotal_pct=17.8
export IMPL_ant_nets=0
export IMPL_power_density_nw_per_um2=59.2
export IMPL_tool_warnings=56
export IMPL_period_needed_ns=18.39
export IMPL_synth_cells=4674
export IMPL_setup_tns_ns=0
export IMPL_largest_register_ffs=2048
export IMPL_grt_max_degree=138
export IMPL_cts_root_buf="clkbuf_16"
export IMPL_slew_headroom_pct=18.1
export IMPL_yosys_register_bits=2048
export IMPL_synthFlopType="edfxtp_1"
export IMPL_min_path_type="input port to flip-flop"
export IMPL_reg_largest_list="data: 2048 flops"
export IMPL_leakage_nw=28.3
export IMPL_area_growth_pct=15.0
export IMPL_crit_type="input port to primary output"
export IMPL_avgSynthCellArea_um2=17.2
export IMPL_ctsHoldBuffers=0
export IMPL_grt_pass1_vias=47165
export IMPL_route_detailed_drc=0
export IMPL_top_register="data"
export IMPL_h_tree_depth=4
export IMPL_rsz0062_at_grt="no"
export IMPL_crit_required_ns=26.08
export IMPL_post_drt_wl_per_cell_um=26.9
export IMPL_postCtsSetupBuffers=0
export IMPL_synth_top_area_share_pct=76.7
export IMPL_die_y_um=519
export IMPL_cts_clk_slew_worst_paths_ns=0.06
export IMPL_utilization_pct=34.7
export IMPL_drv_slew=0
export IMPL_die_area_um2=270000
export IMPL_numCtsBuffers=193
export IMPL_clock_sinks=2048
export IMPL_cts_repair_resized=0
export IMPL_outcome="finished, final reports clean"
export IMPL_drive_gt1_share_pct=14.9
export IMPL_ys_area_um2=80200
export IMPL_synthDistinctLibCells=58
export IMPL_async_flop_share_pct=0
export IMPL_ir_drop_uv=44.0
export IMPL_cts_tree="done"
export IMPL_drt_pass1_iter_count=5
==> power by group <==
group          switching [mW]  total, mW  internal (mW)
clock                   0.960       2.24           1.28
sequential            0.00362       2.92           2.92
combinational           0.218      0.306         0.0888
==> cell usage in the layout (no fill, tap or decap), types with 37 or more instances in the layout <==
cell type / netlist / routed
buf_4: 18 / 240
nor2_4: 0 / 66
o21ai_0: 183 / 183
nor3b_1: 141 / 141
nand2b_1: 58 / 56
o2111ai_1: 56 / 56
nor3_1: 100 / 98
a21oi_1: 70 / 70
a21o_1: 56 / 56
o221ai_1: 48 / 48
edfxtp_1: 2048 / 2048
a221oi_1: 275 / 275
mux4_2: 37 / 37
clkbuf_16: 0 / 200
a22oi_1: 248 / 248
nand3b_1: 138 / 138
clkinv_1: 0 / 55
and3_1: 142 / 142
mux2_2: 43 / 43
mux2i_1: 176 / 176
o22a_1: 42 / 42
o22ai_1: 64 / 64
==> synthesized netlist by cell type, drive strengths merged (7+ instances only) <==
cell and instances:
nor2 77, nand3b 138, nand3 20, a21o 56
nor3b 141, buf 191, nor3 100, a31oi 15
edfxtp 2048, a221oi 276, o22a 42, o211ai 15
nor2b 10, nand2b 58, o221ai 48, a22oi 248
a22o 29, and3 142, o22ai 64, and3b 28
o2111ai 56, clkbuf 203, mux4 37, o31ai 14
mux2 43, a41oi 17, o21ai 188, nor4 18
a2111oi 17, or3b 15, a311oi 14, nand2 16
o41a 7, mux2i 176, a21oi 70
==> worst max-delay path: stages <==
cell             delay [ns]
buf_8                  0.42
buf_4                  0.47
buf_4                  0.60
buf_4                  0.59
buf_4                  0.58
nor2_2                 0.25
buf_4                  0.33
a221oi_1               0.38
o221ai_1               0.29
a311oi_2               0.34
buf_4                  0.27
a31oi_1                0.19
clkdlybuf4s50_1        0.48
==> kinds of logic after synthesis <==
logic type	Yosys count	synth area share [%]
AOI/OAI and AO/OA	1187	11.0
and+or+nand+nor	783	6.28
muxes	256	3.84
buffers and inverters	400	2.22
DFF	2048	76.7
==> final timing paths <==
kind	from	endpoint	slack (ns)	cells after the start
setup / recovery	address_in[2]	data_out[28]	14.21	13
hold / removal	data_in[19]	data[60][19]	5.86	1
==> per-layer routing <==
metal  vias up  global-route usage [%]  part of all wire, %
li1      19689                       -                    -
met5         -                   0.960                 0.18
met2      2713                    26.7                   46
met4        15                    7.62                  5.4
met3       433                    12.6                   15
met1     22737                    19.3                   33
==> area by class of cell <==
class	count	area, um2
clock buffers	235	5140
diodes	3	7.51
flip-flops and latches	2048	61500
multi-input cells	2226	17600
clock inverters	117	1140
fillers	24371	173000
well taps	3533	4420
inverters	6	25.0
repair buffers	315	2430
==> through the flow <==
| stage | worst slack [ns] | std cells | area (um2) | power (mW) |
|---|---|---|---|---|
| after floorplan | 18.01 | 4674 | 80200 | 3.12 |
| after global placement | 14.31 | 8128 | 85900 | 3.28 |
| after detailed placement | 14.25 | 8128 | 85900 | 3.28 |
| after CTS | 14.20 | 8480 | 92200 | 5.49 |
| after global routing | 13.93 | 8481 | 92200 | 5.60 |
| final | 14.21 | 8483 | 92200 | 5.46 |
No activity file was given, so power comes from the tool's default toggle rates.
